==> design.v <==
module read_address_decoder(
    input   clk,
    input   rst_n,
    input  [1:0] s_axi_index,  
    input  [13:0] s_axi_ar_addr,
    input  [7:0]  s_axi_ar_arlen,
    input  [2:0]  s_axi_ar_arsize,
    input  [1:0]  s_axi_ar_arburst,
    input  [3:0]  s_axi_ar_arid,
    input         s_axi_ar_valid,
    output        s_axi_ar_ready,
    output  [13:0] m_axi_ar_addr,
    output  [7:0]  m_axi_ar_arlen,
    output  [2:0]  m_axi_ar_arsize,
    output  [1:0]  m_axi_ar_arburst,
    output  [5:0]  m_axi_ar_arid,
    output         m_axi_ar_valid,
    input          m_axi_ar_ready,
    input   [3:0] s_axi_fifo_r_rid,
    input         s_axi_fifo_r_rlast,
    input         s_axi_fifo_r_valid, 
    input         s_axi_fifo_r_ready,
    input   s_axi_r_valid,
    input   s_axi_r_ready,
    input   s_axi_r_rlast,
    output   [3:0] r_transactionid0,
    output   [3:0] r_transactionid1,
    output   [3:0] r_transactionid2,
    output   [2:0] itemvalid,
    output   [2:0] fkflag
);
    localparam  IDLE = 3'b001 ;
    localparam  Cross4K = 3'b010;
    localparam  Secondsend = 3'b100;
    reg [2:0] state,next_state;
    always @(posedge clk or negedge rst_n) begin
        if(!rst_n)
            state <= IDLE;
        else
            state <= next_state;
    end
    wire Fkflag;
    reg [7:0] len_remain;
    reg [11:0] addr_remain;
    always @(*) begin
        case(s_axi_ar_arsize)
            2'b000: addr_remain = 13'h1000 - s_axi_ar_addr[11:0];
            2'b001: addr_remain = s_axi_ar_addr[0] ? (((13'h1000 - s_axi_ar_addr[11:0]) >> 1) + 1) : ((13'h1000 - s_axi_ar_addr[11:0]) >> 1);
            2'b010: addr_remain = (s_axi_ar_addr[1:0] == 2'b00) ? ((13'h1000 - s_axi_ar_addr[11:0]) >> 2) : ( ((13'h1000 - s_axi_ar_addr[11:0]) >> 2) + 1);
            default : addr_remain = addr_remain;
        endcase
    end
    assign Fkflag = (s_axi_ar_arlen > addr_remain);
    reg [13:0] fifo_push_payload_addr;
    reg [7:0]  fifo_push_payload_arlen;
    reg [2:0]  fifo_push_payload_arsize;
    reg [1:0]  fifo_push_payload_arburst;
    reg [5:0]  fifo_push_payload_arid;
    reg        fifo_push_payload_flag;  
    wire [33:0] fifo_push_payload;
    assign fifo_push_payload = {fifo_push_payload_flag,fifo_push_payload_addr,fifo_push_payload_arlen,fifo_push_payload_arsize,fifo_push_payload_arburst,fifo_push_payload_arid};
    wire fifo_push_valid;
    wire fifo_push_ready;
    assign fifo_push_valid = (state == Cross4K) || (state == Secondsend);
    always @(*) begin
        case(state) 
            IDLE : next_state = s_axi_ar_valid && s_axi_ar_ready ? Cross4K : IDLE;
            Cross4K: next_state = Fkflag ? Secondsend : IDLE ;
            Secondsend: next_state =  IDLE ;
        endcase
    end
    always@(posedge clk or negedge rst_n) begin 
        if(!rst_n) begin
            fifo_push_payload_addr <= 13'd0;
            fifo_push_payload_arlen <= 8'd0;
            fifo_push_payload_arsize <= 3'd0;
            fifo_push_payload_arburst <= 2'd0;
            fifo_push_payload_arid <= 4'd0;
            len_remain <= 8'b0;
            fifo_push_payload_flag <= 1'b0;
        end
        else
            case(next_state)
                Cross4K: begin
                         len_remain <= s_axi_ar_arlen - addr_remain;   
                         fifo_push_payload_addr <= s_axi_ar_addr;
                         fifo_push_payload_arlen <= Fkflag? addr_remain - 1: s_axi_ar_arlen;
                         fifo_push_payload_arsize <= s_axi_ar_arsize;
                         fifo_push_payload_arburst <= s_axi_ar_arburst;
                         fifo_push_payload_arid <= {s_axi_index,s_axi_ar_arid};
                         fifo_push_payload_flag <= Fkflag;
                end
                Secondsend: begin
                         fifo_push_payload_addr <= {s_axi_ar_addr[13:12]+1'b1, 12'd0};
                         fifo_push_payload_arlen <= len_remain;
                         len_remain <= len_remain;
                         fifo_push_payload_arsize <= fifo_push_payload_arsize;
                         fifo_push_payload_arburst <= fifo_push_payload_arburst;
                         fifo_push_payload_arid <= fifo_push_payload_arid;
                         fifo_push_payload_flag <= 1'b0;
                end
                default: begin
                        fifo_push_payload_addr <= fifo_push_payload_addr;
                        fifo_push_payload_arlen <= fifo_push_payload_arlen;
                        fifo_push_payload_arsize <= fifo_push_payload_arsize;
                        fifo_push_payload_arburst <= fifo_push_payload_arburst;
                        fifo_push_payload_arid <= fifo_push_payload_arid;
                        len_remain <= len_remain;
                        fifo_push_payload_flag <= fifo_push_payload_flag;
                end
            endcase
    end
    reg [2:0] outstandingCount;
    always @(posedge clk or negedge rst_n) begin
        if(!rst_n)
            outstandingCount <= 3'd0;
        else begin
            if((state == Cross4K))
                outstandingCount <=  outstandingCount + 1;
            if(s_axi_r_valid && s_axi_r_ready && s_axi_r_rlast)
                outstandingCount <=  outstandingCount - 1;
        end
    end
     assign s_axi_ar_ready = (outstandingCount < 3);
    wire [33:0] fifo_pop_payload;
    wire fifo_pop_ready;
    wire fifo_pop_valid;
    streamfifo #(.WIDTH(34),
                 .DEPTH(8))
         addrfifo(
            .clk(clk),
            .rst_n(rst_n),
            .push_payload(fifo_push_payload),
            .push_ready(fifo_push_ready),
            .push_valid(fifo_push_valid),
            .pop_payload(fifo_pop_payload),
            .pop_ready(fifo_pop_ready),
            .pop_valid(fifo_pop_valid)
         );
    wire transaction_en;
    assign fifo_pop_ready = fifo_pop_valid && m_axi_ar_ready && transaction_en;
    assign m_axi_ar_valid = fifo_pop_valid && transaction_en;
    assign m_axi_ar_addr = fifo_pop_payload[32:19];
    assign m_axi_ar_arlen = fifo_pop_payload[18:11];
    assign m_axi_ar_arsize = fifo_pop_payload[10:8];
    assign m_axi_ar_arburst = fifo_pop_payload[7:6];
    assign m_axi_ar_arid = fifo_pop_payload[5:0];
    reg [2:0] item_valid;
    reg [1:0] slaveid[2:0];
    reg [3:0] transactionid[2:0];
    reg [2:0] fkflag_reg;
    assign r_transactionid0 = transactionid[0];
    assign r_transactionid1 = transactionid[1];
    assign r_transactionid2 = transactionid[2];
    assign fkflag = fkflag_reg;
    integer  i;
    always@(posedge clk or negedge rst_n) begin
        if(!rst_n) begin
            item_valid <= 3'd0;
            fkflag_reg <= 3'd0;
            for( i = 0 ; i < 3; i=i+1)  begin
                slaveid[i] <= 2'd0;
                transactionid[i] <= 4'd0;
            end
        end
        else  begin
        if(m_axi_ar_valid && m_axi_ar_ready) begin
            casez(item_valid) 
                3'b??0: begin
                        item_valid[0] <= 1'b1;
                        slaveid[0] <= fifo_pop_payload[32:31];
                        transactionid[0] <= fifo_pop_payload[3:0];
                        fkflag_reg[0]     <= fifo_pop_payload[33];
                end
                3'b?01: begin
                        item_valid[1] <= 1'b1;
                        slaveid[1] <= fifo_pop_payload[32:31];
                        transactionid[1] <= fifo_pop_payload[3:0];
                        fkflag_reg[1]     <= fifo_pop_payload[33];
                end
                3'b011: begin
                        item_valid[2] <= 1'b1;
                        slaveid[2] <= fifo_pop_payload[32:31];
                        transactionid[2] <= fifo_pop_payload[3:0];
                        fkflag_reg[2]     <= fifo_pop_payload[33];
                end
            endcase            
    end
        if(s_axi_fifo_r_valid && s_axi_fifo_r_ready && s_axi_fifo_r_rlast) begin
            if((item_valid[0] == 1'b1) && (s_axi_fifo_r_rid == transactionid[0]))
                item_valid[0] <= 1'b0;
            else if ((item_valid[1] == 1'b1) && (s_axi_fifo_r_rid == transactionid[1]))
                item_valid[1] <= 1'b0;
            else if ((item_valid[2] == 1'b1) && (s_axi_fifo_r_rid ==  transactionid[2]))
                item_valid[2] <= 1'b0;
        end
    end
    end
    wire item_empty;
    assign item_empty = !(&item_valid);
    wire  item_en;
    assign item_en = !((item_valid[0] &&  (fifo_pop_payload[5:0] == transactionid[0]) && (fifo_pop_payload[32:31] != slaveid[0])) ||
                     (item_valid[1] &&  (fifo_pop_payload[5:0] == transactionid[1]) && (fifo_pop_payload[32:31] != slaveid[1])) ||
                     (item_valid[2] &&  (fifo_pop_payload[5:0] == transactionid[2]) && (fifo_pop_payload[32:31] != slaveid[2])));
    assign transaction_en = item_empty && item_en;
endmodule
`timescale 1ns/1ns
module dual_port_RAM #(parameter DEPTH = 16,
					   parameter WIDTH = 8)(
	 input wclk
	,input wenc
	,input [$clog2(DEPTH)-1:0] waddr  
	,input [WIDTH-1:0] wdata      	
	,input rclk
	,input [$clog2(DEPTH)-1:0] raddr  
	,output reg [WIDTH-1:0] rdata 		
);
reg [WIDTH-1:0] RAM_MEM [0:DEPTH-1];
always @(posedge wclk) begin
	if(wenc)
		RAM_MEM[waddr] <= wdata;
end 
always @(posedge rclk) begin
		rdata <= RAM_MEM[raddr];
end 
endmodule  
module streamfifo#(
	parameter	WIDTH = 8,
	parameter 	DEPTH = 16
)(
	input 					clk		, 
	input 					rst_n	,
    input                   push_valid,
    output                  push_ready,
    input 		[WIDTH-1:0]	push_payload,
    input                   flush,
    output                  pop_valid,
    input                   pop_ready,
    output      [WIDTH-1:0]	pop_payload,
    output      [$clog2(DEPTH) : 0]  wr_num
);
    wire                    wenc;
    reg [$clog2(DEPTH) : 0] waddr;
    reg [$clog2(DEPTH) : 0] raddr;
    reg [$clog2(DEPTH) : 0] waddr_q;
    reg [$clog2(DEPTH) : 0] raddr_q;
    wire    wfull;
    wire    rempty;
    assign wfull = (waddr_q[$clog2(DEPTH)] != raddr_q[$clog2(DEPTH)]) && (waddr_q[$clog2(DEPTH)-1 : 0] == raddr_q[$clog2(DEPTH)-1 : 0]);
    assign rempty = (waddr_q == raddr_q);
    always @(*) begin
        if(flush)
            waddr = 'd0;
        else if (push_valid && push_ready)
            waddr = waddr_q + 'd1;
        else
            waddr = waddr_q;
    end
    always @(posedge clk or negedge rst_n) begin
        if (!rst_n)
            waddr_q <= 'b0;
        else
            waddr_q <= waddr;
    end
    assign push_ready = !wfull;
    always @(*) begin
       if(flush)
            raddr = 'd0;
        else if (pop_valid && pop_ready)
            raddr = raddr_q + 'd1;
        else 
            raddr = raddr_q;
    end
    always @(posedge clk or negedge rst_n) begin
        if (!rst_n)
            raddr_q <= 'b0;
        else
            raddr_q <= raddr;
    end
    assign wr_num = (waddr_q[$clog2(DEPTH)] != raddr_q[$clog2(DEPTH)]) ? ({1'b1,waddr_q[$clog2(DEPTH)-1 :0]} - {1'b0,raddr_q[$clog2(DEPTH)-1 :0]}) : (waddr_q - raddr_q);
    reg  valid_reg;
    always@(posedge clk or negedge rst_n) begin
        if(!rst_n)
            valid_reg <= 1'b0;
        else
            valid_reg <= (waddr_q == raddr);
    end
    assign pop_valid = (!rempty) && (!valid_reg);
    dual_port_RAM #(.DEPTH (DEPTH),
                    .WIDTH (WIDTH))
    dual_port (
        .wclk  (clk  ),
        .wenc  (push_valid && push_ready),
        .waddr (waddr_q[$clog2(DEPTH)-1:0]),
        .wdata (push_payload),
        .rclk  (clk  ),
        .raddr (raddr[$clog2(DEPTH)-1:0]),
        .rdata (pop_payload)
    );
endmodule
==> run.sh <==
#!/bin/bash
# OpenROAD 26Q1-2900-gdf79404cd8, Yosys 0.63+post, stock flow scripts
make -C /OpenROAD-flow-scripts/flow DESIGN_CONFIG=/design/flow/config.mk WORK_HOME=/design/flow/orfs finish
==> config.mk <==
export PLATFORM = sky130hd
export DESIGN_NAME = read_address_decoder
export DESIGN_NICKNAME = read_address_decoder
export VERILOG_FILES = /design/flow/design.v
export SDC_FILE = /design/flow/constraint.sdc
export NUM_CORES = 4
export LEC_CHECK = 1
export CORE_UTILIZATION = 50
==> constraint.sdc <==
current_design read_address_decoder

set clk_period 9.4
set clk_io_pct 0.2

create_clock -name clk0 -period $clk_period [get_ports {clk}]

set non_clock_inputs [all_inputs -no_clocks]
set_input_delay [expr $clk_period * $clk_io_pct] -clock clk0 $non_clock_inputs
set_output_delay [expr $clk_period * $clk_io_pct] -clock clk0 [all_outputs]
==> CHANGELOG.md <==
### Metrics

* Outcome: completed
* I/O Pins at 100
* # hold bufs at CTS at 0
* Layout cell share with drive strength beyond 1 at under 10%
* DR DRC count at 0
* CTS root buf: clkbuf_16
* Largest net degree at the start of global routing at 137
* Post-synth top flop: edfxtp_1
* Fin Hold WS at 472 ps
* Die Y at 194 um
* # Cells Yosys at 1425
* Worst flop-to-flop path endpoint: addrfifo.dual_port.rdata[18]
* WL met1 at 17300 um
* Die area at about 37000 sq um
* # Post-CTS Setup Buffers at 0
* RSZ-0062 raised after global routing: no
* Post-CTS sizing at 0
* Vias in the first global route at 11900
* Clk pin slew, worst setup/hold paths at 60 ps
* Highest metal layer with signal wires: met4
* Antenna diodes at 0
* Cell Pwr Density at about 320 nW/um^2
* VDD IR-drop max at roughly 0.00029 V
* Chip width at 194 um
* Fa+ha+maj area frac at 1.17%
* Relative slew slack at 45.2%
* FP Util at between 50% and 60%
* Top logic family: AND-OR/OR-AND gates
* Pwr Total at 6600 uW
* Crit Path Category: register to primary output
* Ys Warns at 9
* Share of flip-flops with an asynchronous set or reset at 20.1%
* Startpoint Class: register
* DR vias/cell at 6.15
* H-tree depth at 2
* Final HPWL DP at 24200 um
* Minimum clock period at 4760 ps
* Tightest Hold Check Type: register to register
* Setup Skew at 14.2 ps
* Fillers at between 2000 and 3000
* Worst EP required at 7520 ps
* XORs/XNORs by Area at 3.78%
* Wire length on met2 at 20000 um
* Post-synth regs at 402
* Vias at approximately 12000
* Register pins left without a clock at 15
* Initial antenna violation count at 0
* Top reg by flops: addrfifo.dual_port.RAM_MEM
* Routed WL at approximately 42000 um
* GR Overflow Total at 0
* Mux cell area share at 5.62%
* Wire per inst at 21.7 um
* CTS tree: yes
* Worst setup margin at 4640 ps
* Metal3 WL at 4240 um
* Worst-Skew Late Latency at 530 ps
* Least-Margin Pin Slew at 822 ps
* First-pass GRT wire length at 66400 um
* Cell variety after synth at 67
* GRT Resource Usage Total at 24.8%
* CP arrival at 2880 ps
* First-pass DRT Iterations at 20
* Layout area overhead at 13.2%
* Dpl ws at 4510 ps
* Endpoints left unconstrained at 18
* Cell count after synthesis at 1425
* R2r setup slk at about 5400 ps
* Starting DRT DRC Count at approximately 550
* Hold endpoint: outstandingCount[2]
* Yosys Chip Area at 18300 sq um
* Hold Path Origin: outstandingCount[2]
* Quantity of I/O buffers inserted on ports at 96
* Final Max Tran Viols at 0
* Final worst-path cycle share at between 50% and 60%
* Cell row count at 69
* Simple-Gate Area Share at just under 5%
* Worst Setup End Kind: primary output
* Reg2Reg Depth at 11
* Mapped Area at 18300 sq um
* Max_cap viols at 0
* WHS Path Cells at 1
* Top cells excl fill/tap: 272 x edfxtp_1, 173 x o22ai_1, 95 x clkdlybuf4s50_1, 79 x dfrtp_1, 77 x mux2i_1
* Final Setup Violations at 0
* GPL Wtd Cong at 0.857
* Number of enable flip-flop cells at 272
* Fin Setup TNS at 0 ps
* Aoi share at a little under a fifth
* Final Hold Vio Count at 0
* R2r startpoint: addrfifo.raddr_q[0]
* Achievable Freq at 0.210 GHz
* Biggest regs: addrfifo.dual_port.RAM_MEM x272, addrfifo.dual_port.rdata x34, fifo_push_payload_addr x14
* Core ar. at 35800 sq um
* Max reg flops at 272
* Syn avg cell area at 12.9 sq um
* Finished Cell Area at 20800 sq um
* Bufs on Longest Clock Path at 3
* Tool warnings at 27
* Static Leak at 0.00755 uW
* CP max FO at 60
* Number of buffers created by CTS at 42
* Post-route ant nets at 0
* Placed Area at slightly below 20000 sq um
* Most common logic cell in the routed design: edfxtp_1
-- report_power, final --
part / leakage [uW] / total (uW) / switching, uW / internal [uW]
Sequential: 0.00387 / 2640 / 392 / 2250
Combinational: 0.00302 / 2360 / 1220 / 1130
Clock: 0.000657 / 1600 / 637 / 959
-- logic make-up after synthesis --
kind of cell    Yosys count
compound gates          479
xor+xnor                 77
fa+ha+maj                16
buf+inv                 167
flops                   387
latches                  15
mux                     100
other cells               1
simple gates            183
-- Yosys cell counts (38+ instances only) --
| master | number | area (sq um) |
|---|---|---|
| buf_4 | 38 | 285 |
| a211o_1 | 68 | 596 |
| o221ai_1 | 72 | 631 |
| xnor2_1 | 40 | 350 |
| edfxtp_1 | 272 | 8170 |
| clkbuf_1 | 53 | 199 |
| o22ai_1 | 173 | 1080 |
| o21a_1 | 74 | 556 |
| dfrtp_1 | 80 | 2000 |
| nand2_1 | 70 | 263 |
| mux2i_1 | 77 | 771 |
-- layer usage --
metal | up-vias | track usage [%]
li1 | 5646 | -
met1 | 5850 | 36.6
met2 | 446 | 37.6
met3 | 46 | 10.6
met4 | 0 | 3.76
met5 | - | 0
-- area by class of cell --
class                      count  area [sq um]  area share, %
clock buffer                  60          1220           5.89
clock inverter                18           141          0.681
inverter                      26          97.6          0.470
multi-input combinational    858          6440           31.0
sequential                   402         11100           53.5
tap                          461           577           2.78
timing repair buffer         123          1170           5.65
-- stage by stage --
step	utilization [%]	instances
after global routing	57.9	1948
after detailed placement	54.1	1870
after floorplan	-	1427
after CTS	57.9	1948
after global placement	54.1	1870
final	57.9	1948
-- critical path, stage by stage, from the launching register on --
cell and delay (ps):
dfrtp_4 960, nand2b_1 240, nand4_1 110, o21ai_2 480, nor2_1 120, clkdlybuf4s50_1 420
-- worst max-delay path by stage --
stage | startpoint | end | slack [ps]
4_1_cts | addrfifo.raddr_q[0] | m_axi_ar_valid | 4620
5_1_grt | addrfifo.raddr_q[0] | m_axi_ar_valid | 4480
6_report | addrfifo.raddr_q[0] | m_axi_ar_valid | 4640
Power and IR drop assume default switching activity.
