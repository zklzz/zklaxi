==> flow/design.v <==
module read_data_fifo(
    input clk,
    input rst_n,
    input  [ 5:0] m_axi_r_rid,
    input  [31:0] m_axi_r_rdata,
    input  [ 1:0] m_axi_r_rresp,
    input         m_axi_r_rlast,
    input         m_axi_r_valid,
    output        m_axi_r_ready,
    output [ 3:0] s_to_m0_axi_r_rid,
    output [31:0] s_to_m0_axi_r_rdata,
    output [ 1:0] s_to_m0_axi_r_rresp,
    output        s_to_m0_axi_r_rlast,
    output        s_to_m0_axi_r_valid,
    input         s_to_m0_axi_r_ready,
    output [ 3:0] s_to_m1_axi_r_rid,
    output [31:0] s_to_m1_axi_r_rdata,
    output [ 1:0] s_to_m1_axi_r_rresp,
    output        s_to_m1_axi_r_rlast,
    output        s_to_m1_axi_r_valid,
    input         s_to_m1_axi_r_ready,
    output [ 3:0] s_to_m2_axi_r_rid,
    output [31:0] s_to_m2_axi_r_rdata,
    output [ 1:0] s_to_m2_axi_r_rresp,
    output        s_to_m2_axi_r_rlast,
    output        s_to_m2_axi_r_valid,
    input         s_to_m2_axi_r_ready
);
    wire [38:0]  fifo0_push_payload;
    wire [38:0]  fifo0_pop_payload;
    wire         fifo0_push_valid;
    wire         fifo0_push_ready;
    wire         fifo0_pop_valid;
    wire         fifo0_pop_ready;
    assign fifo0_push_valid =  (m_axi_r_rid[5:4] == 2'b00);
    assign fifo0_push_payload = {m_axi_r_rid[3:0],m_axi_r_rresp,m_axi_r_rlast,m_axi_r_rdata};
    streamfifo #(.WIDTH(39),
             .DEPTH(8))
     master0_datafifo(
        .clk         (clk),
        .rst_n       (rst_n),
        .push_payload(fifo0_push_payload),
        .push_ready  (fifo0_push_ready),
        .push_valid  (fifo0_push_valid),
        .pop_payload (fifo0_pop_payload),
        .pop_ready   (fifo0_pop_ready),
        .pop_valid   (fifo0_pop_valid),
        .flush()
     );
    assign s_to_m0_axi_r_rid    = fifo0_pop_payload[38:35]; 
    assign s_to_m0_axi_r_rdata  = fifo0_pop_payload[31:0];
    assign s_to_m0_axi_r_rresp  = fifo0_pop_payload[34:33];
    assign s_to_m0_axi_r_rlast  = fifo0_pop_payload[32];
    assign s_to_m0_axi_r_valid  = fifo0_pop_valid;
    assign s_to_m0_axi_r_ready  = fifo0_pop_ready;
    wire [38:0]  fifo1_push_payload;
    wire [38:0]  fifo1_pop_payload;
    wire         fifo1_push_valid;
    wire         fifo1_push_ready;
    wire         fifo1_pop_valid;
    wire         fifo1_pop_ready;
    assign fifo1_push_valid =  (m_axi_r_rid[5:4] == 2'b01);
    assign fifo1_push_payload = {m_axi_r_rid[3:0],m_axi_r_rresp,m_axi_r_rlast,m_axi_r_rdata};
    streamfifo #(.WIDTH(39),
             .DEPTH(8))
     master1_datafifo(
        .clk         (clk),
        .rst_n       (rst_n),
        .push_payload(fifo1_push_payload),
        .push_ready  (fifo1_push_ready),
        .push_valid  (fifo1_push_valid),
        .pop_payload (fifo1_pop_payload),
        .pop_ready   (fifo1_pop_ready),
        .pop_valid   (fifo1_pop_valid),
        .flush()
     );
    assign s_to_m1_axi_r_rid    = fifo1_pop_payload[38:35]; 
    assign s_to_m1_axi_r_rdata  = fifo1_pop_payload[31:0];
    assign s_to_m1_axi_r_rresp  = fifo1_pop_payload[34:33];
    assign s_to_m1_axi_r_rlast  = fifo1_pop_payload[32];
    assign s_to_m1_axi_r_valid  = fifo1_pop_valid;
    assign s_to_m1_axi_r_ready  = fifo1_pop_ready;
    wire [38:0]  fifo2_push_payload;
    wire [38:0]  fifo2_pop_payload;
    wire         fifo2_push_valid;
    wire         fifo2_push_ready;
    wire         fifo2_pop_valid;
    wire         fifo2_pop_ready;
    assign fifo2_push_valid =  (m_axi_r_rid[5:4] == 2'b10);
    assign fifo2_push_payload = {m_axi_r_rid[3:0],m_axi_r_rresp,m_axi_r_rlast,m_axi_r_rdata};
    streamfifo #(.WIDTH(39),
             .DEPTH(8))
     master2_datafifo(
        .clk         (clk),
        .rst_n       (rst_n),
        .push_payload(fifo2_push_payload),
        .push_ready  (fifo2_push_ready),
        .push_valid  (fifo2_push_valid),
        .pop_payload (fifo2_pop_payload),
        .pop_ready   (fifo2_pop_ready),
        .pop_valid   (fifo2_pop_valid),
        .flush()
     );
    assign s_to_m2_axi_r_rid    = fifo2_pop_payload[38:35]; 
    assign s_to_m2_axi_r_rdata  = fifo2_pop_payload[31:0];
    assign s_to_m2_axi_r_rresp  = fifo2_pop_payload[34:33];
    assign s_to_m2_axi_r_rlast  = fifo2_pop_payload[32];
    assign s_to_m2_axi_r_valid  = fifo2_pop_valid;
    assign s_to_m2_axi_r_ready  = fifo2_pop_ready;
endmodule
`timescale 1ns/1ns
module dual_port_RAM #(parameter DEPTH = 16,
					   parameter WIDTH = 8)(
	 input wclk
	,input wenc
	,input [$clog2(DEPTH)-1:0] waddr  
	,input [WIDTH-1:0] wdata      	
	,input rclk
	,input [$clog2(DEPTH)-1:0] raddr  
	,output reg [WIDTH-1:0] rdata 		
);
reg [WIDTH-1:0] RAM_MEM [0:DEPTH-1];
always @(posedge wclk) begin
	if(wenc)
		RAM_MEM[waddr] <= wdata;
end 
always @(posedge rclk) begin
		rdata <= RAM_MEM[raddr];
end 
endmodule  
module streamfifo#(
	parameter	WIDTH = 8,
	parameter 	DEPTH = 16
)(
	input 					clk		, 
	input 					rst_n	,
    input                   push_valid,
    output                  push_ready,
    input 		[WIDTH-1:0]	push_payload,
    input                   flush,
    output                  pop_valid,
    input                   pop_ready,
    output      [WIDTH-1:0]	pop_payload,
    output      [$clog2(DEPTH) : 0]  wr_num
);
    wire                    wenc;
    reg [$clog2(DEPTH) : 0] waddr;
    reg [$clog2(DEPTH) : 0] raddr;
    reg [$clog2(DEPTH) : 0] waddr_q;
    reg [$clog2(DEPTH) : 0] raddr_q;
    wire    wfull;
    wire    rempty;
    assign wfull = (waddr_q[$clog2(DEPTH)] != raddr_q[$clog2(DEPTH)]) && (waddr_q[$clog2(DEPTH)-1 : 0] == raddr_q[$clog2(DEPTH)-1 : 0]);
    assign rempty = (waddr_q == raddr_q);
    always @(*) begin
        if(flush)
            waddr = 'd0;
        else if (push_valid && push_ready)
            waddr = waddr_q + 'd1;
        else
            waddr = waddr_q;
    end
    always @(posedge clk or negedge rst_n) begin
        if (!rst_n)
            waddr_q <= 'b0;
        else
            waddr_q <= waddr;
    end
    assign push_ready = !wfull;
    always @(*) begin
       if(flush)
            raddr = 'd0;
        else if (pop_valid && pop_ready)
            raddr = raddr_q + 'd1;
        else 
            raddr = raddr_q;
    end
    always @(posedge clk or negedge rst_n) begin
        if (!rst_n)
            raddr_q <= 'b0;
        else
            raddr_q <= raddr;
    end
    assign wr_num = (waddr_q[$clog2(DEPTH)] != raddr_q[$clog2(DEPTH)]) ? ({1'b1,waddr_q[$clog2(DEPTH)-1 :0]} - {1'b0,raddr_q[$clog2(DEPTH)-1 :0]}) : (waddr_q - raddr_q);
    reg  valid_reg;
    always@(posedge clk or negedge rst_n) begin
        if(!rst_n)
            valid_reg <= 1'b0;
        else
            valid_reg <= (waddr_q == raddr);
    end
    assign pop_valid = (!rempty) && (!valid_reg);
    dual_port_RAM #(.DEPTH (DEPTH),
                    .WIDTH (WIDTH))
    dual_port (
        .wclk  (clk  ),
        .wenc  (push_valid && push_ready),
        .waddr (waddr_q[$clog2(DEPTH)-1:0]),
        .wdata (push_payload),
        .rclk  (clk  ),
        .raddr (raddr[$clog2(DEPTH)-1:0]),
        .rdata (pop_payload)
    );
endmodule
==> flow/run.sh <==
#!/bin/bash
# OpenROAD 26Q1-2900-gdf79404cd8, Yosys 0.63+post, stock flow scripts
make -C /OpenROAD-flow-scripts/flow DESIGN_CONFIG=/design/flow/config.mk WORK_HOME=/design/flow/orfs finish
==> flow/config.mk <==
export PLATFORM = sky130hd
export DESIGN_NAME = read_data_fifo
export DESIGN_NICKNAME = read_data_fifo
export VERILOG_FILES = /design/flow/design.v
export SDC_FILE = /design/flow/constraint.sdc
export NUM_CORES = 4
export LEC_CHECK = 1
export CORE_UTILIZATION = 50
==> flow/constraint.sdc <==
current_design read_data_fifo

set clk_period 13.1
set clk_io_pct 0.2

create_clock -name clk0 -period $clk_period [get_ports {clk}]

set non_clock_inputs [all_inputs -no_clocks]
set_input_delay [expr $clk_period * $clk_io_pct] -clock clk0 $non_clock_inputs
set_output_delay [expr $clk_period * $clk_io_pct] -clock clk0 [all_outputs]
==> results.py <==
# Generated from Yosys and OpenROAD reports
metrics = {
    "outcome": {
        "status": "completed",
    },
    "clocking": {
        "post_cts_resize_count": 0,
        "clockBufferDepth": 3,
        "cts_setup_buffers": 0,
        "cts_tree": "built",
        "clk_pin_slew_ps": 60,
        "h-tree-depth": 3,
        "clk_latency_ps": 690,
        "holdBufCountCts": 0,
        "root_buffer": "clkbuf_16",
        "cts_sinks": 1080,
        "cts_buffers": 113,
    },
    "finish": {
        "reg.largest.list": "master0_datafifo.dual_port.RAM_MEM: 312 flops, master1_datafifo.dual_port.RAM_MEM: 312 flops, master2_datafifo.dual_port.RAM_MEM: 312 flops",
        "n_fill_cell": 6981,
        "ff_latch_area_sq_mm": 0.0311,
        "drive_gt1_frac": 0.263,
        "syn_to_final_growth_pct": 14.8,
        "mi_logic_area_sq_mm": 0.0169,
        "stdcell_area_sq_mm": 0.0560,
    },
    "pwr": {
        "internal_power_mw": 8.50,
        "swShare": 0.336,
        "power_frac_seq": 0.337,
        "p_total_mw": 12.8,
        "power.leakage_nw": 18.9,
        "vdd_drop_max_mv": 0.258,
        "power.density_mw_per_mm2": 229,
        "pwr-share-comb": 0.412,
        "power_frac_clock": 0.251,
        "p_switching_mw": 4.31,
    },
    "detailed_routing": {
        "via_per_inst": 6.36,
        "drc_errors": 0,
        "first_pass_iters": 5,
        "routedWlPerCell_microns": 29.1,
        "num_antenna_cells": 0,
        "detail-route-antenna-nets": 0,
        "routed_wirelength_microns": 129000,
        "drt_iter0_markers": 1775,
        "vias": 28146,
    },
    "run": {
        "warnings": 27,
        "cap_violations": 0,
    },
    "synth": {
        "synthCells": 2890,
        "ys_cells": 2890,
        "logic_family": "multiplexers",
        "yosysUniqueCellTypes": 54,
        "async_reset_ff_frac": 0.0250,
        "ys_seq_share": 0.638,
        "ys_seq_elements": 1080,
        "synth_chip_area_sq_mm": 0.0488,
        "avgSynthCellArea_sq_um": 16.9,
        "xor_area_frac": 0.00731,
        "synth_area_sq_mm": 0.0488,
        "synthAoiAreaFrac": 0.0460,
        "edf_count": 936,
        "fa_ha_area_frac": 0.00154,
        "mux_share": 0.237,
        "ys_sh_simple": 0.0478,
        "ys.warnings.count": 6,
        "synthFlopType": "edfxtp_1",
    },
    "floorplan": {
        "die_h_microns": 314,
        "fp-utilization": 0.505,
        "core.rowCount": 114,
        "die_x_microns": 314,
        "io_pins": 168,
        "core-area_sq_mm": 0.0967,
        "dieArea_sq_mm": 0.0989,
    },
    "global_route": {
        "antenna_found_initial": 2,
        "first_global_vias": 31151,
        "grt_pass1_wl_microns": 190000,
        "grt_max_degree": 56,
        "overflow": 0,
        "track_usage": 0.293,
    },
    "sta": {
        "rsz0062_at_grt": "no",
        "timing.fmax_mhz": 174,
        "period_used_share": 0.439,
        "finalSetupTns_ps": 0,
        "setup_viol": 0,
        "fin_ws_ps": 7350,
        "worst_pin_slew_ps": 977,
        "slew_headroom": 0.347,
        "hold_ws_ps": 536,
        "final.setup_skew_ps": 19.2,
        "finalCriticalPeriod_ps": 5750,
        "slew_violations": 0,
        "finalHoldViolCount": 0,
    },
    "worst_setup_path": {
        "crit_arrival_ps": 3130,
        "critPathMaxFanout": 40,
        "worstSetupStartpointType": "register",
        "worstPathRequired_ps": 10480,
        "endpoint_kind": "output pin",
        "path_class": "register to output pin",
    },
    "placement": {
        "placed_area_sq_mm": 0.0522,
        "io_buffer_count": 165,
        "dp_hpwl_microns": 70900,
        "post-place-ws_ps": 7140,
        "routabilityCongestion": 0.857,
    },
    "worst_hold_path": {
        "min_path_type": "register to register",
    },
}
[per-stage QoR]
stage / utilization / instances
floorplan: - / 2890
global placement: 0.540 / 4210
detailed placement: 0.540 / 4210
CTS: 0.579 / 4424
global route: 0.579 / 4424
finish: 0.579 / 4424
[critical path, stage by stage, from the launching register on]
cell,delay [ps]
dfrtp_4,870
xnor2_1,310
and2_1,250
a31oi_1,440
clkdlybuf4s50_1,560
[cells by family (layout without fill, tap and decap cells)]
kind of cell	Yosys count	after routing
AOI/OAI and AO/OA	298	298
xor gates and xnor gates	39	39
adders and majority gates	6	6
buffers and inverters	254	512
DFF	1080	1080
muxes	743	743
other	1	1
and+or+nand+nor	469	469
[placed cells by master (no fill, tap or decap), drive strengths merged, types with 5 or more instances in the layout]
| cell | Yosys | layout |
|---|---|---|
| mux2 | 158 | 158 |
| dfrtp | 27 | 27 |
| nand2 | 91 | 91 |
| ha | 6 | 6 |
| buf | 113 | 127 |
| mux2i | 273 | 273 |
| nand4 | 82 | 82 |
| xnor2 | 22 | 22 |
| inv | 7 | 10 |
| nand2b | 8 | 8 |
| clkbuf | 134 | 165 |
| mux4 | 312 | 312 |
| nand3 | 121 | 121 |
| clkinv | 0 | 33 |
| clkdlybuf4s50 | 0 | 164 |
| a32oi | 38 | 38 |
| xor2 | 17 | 17 |
| dfxtp | 117 | 117 |
| o22ai | 39 | 39 |
| clkinvlp | 0 | 5 |
| o221ai | 40 | 40 |
| o211ai | 80 | 80 |
| edfxtp | 936 | 936 |
| or3 | 5 | 5 |
| o21a | 38 | 38 |
| and2 | 40 | 40 |
| a21oi | 42 | 42 |
| nor2 | 64 | 64 |
| nor3 | 54 | 54 |
| bufinv | 0 | 8 |
[cell usage after synthesis (53+ instances only)]
master	number	area, sq um
buf_2	85	425
clkbuf_1	134	503
dfxtp_1	117	2340
edfxtp_1	936	28100
mux2_2	156	1760
mux2i_1	273	2730
mux4_2	312	7030
nand2_1	91	342
nand3_1	121	606
nand4_1	82	513
nor2_1	64	240
nor3_1	53	265
o211ai_1	80	601
[final cells by class]
| type | instances | area share |
|---|---|---|
| flip-flops and latches | 1080 | 0.556 |
| multi-input cells | 1556 | 0.301 |
| clock buffers | 165 | 0.0594 |
| repair buffers | 291 | 0.0463 |
| well taps | 1276 | 0.0285 |
| clock inverters | 49 | 0.00817 |
| inverters | 7 | 0.000469 |
[power groups by stage]
stage     clock network, mW  logic (mW)  registers [mW]
6_report               3.21        5.28            4.32
5_1_grt                3.40        5.68            4.35
4_1_cts                3.26        5.30            4.33
[worst paths after layout]
check                                                 start                                   end  slack [ps]  cells after the start
worst min register to register  master0_datafifo.raddr_q[3]           master0_datafifo.raddr_q[3]         540                      1
min in group asynchronous                             rst_n           master0_datafifo.raddr_q[2]        2000                      2
worst min-delay path            master0_datafifo.raddr_q[3]           master0_datafifo.raddr_q[3]         540                      1
max in group asynchronous                             rst_n           master2_datafifo.raddr_q[0]       10670                      2
worst max-delay path            master2_datafifo.raddr_q[0]                   s_to_m2_axi_r_valid        7350                      4
worst max register to register  master1_datafifo.raddr_q[0]  master1_datafifo.dual_port.rdata[37]        8850                      9
[metal layers]
layer,GRT usage,share of wire,wire length [microns],vias up
li1,-,-,-,12188
met1,0.373,0.33,43000,14010
met2,0.435,0.48,62000,1695
met3,0.190,0.15,19100,249
met4,0.0794,0.032,4160,4
met5,0.0271,0.0028,357,-
Power is estimated from default activity; no workload was simulated.
