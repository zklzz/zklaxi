<file path="design/flow/constraint.sdc">
current_design APBconfig

set clk_period 2.1
set clk_io_pct 0.2

create_clock -name clk0 -period $clk_period [get_ports {clk}]

set non_clock_inputs [all_inputs -no_clocks]
set_input_delay [expr $clk_period * $clk_io_pct] -clock clk0 $non_clock_inputs
set_output_delay [expr $clk_period * $clk_io_pct] -clock clk0 [all_outputs]
</file>
<file path="design/flow/design.v">
module  APBconfig (
    input clk,
    input rst_n,
    input PSEL,
    input [3:0] PADDR,
    input PENABLE,
    input [7:0] PWDATA,
    input  PWRITE,
    output [7:0] PRDATA,
    output PREADY,
    output PSLVERR,
    output [2:0] region_write_table_m0,
    output [2:0] region_write_table_m1,
    output [2:0] region_write_table_m2,
    output [2:0] region_read_table_m0,
    output [2:0] region_read_table_m1,
    output [2:0] region_read_table_m2
    );
    wire read_enable;
    wire write_enable;
    wire write_en00,write_en01, write_en02,write_en03,write_en04,write_en05,write_en06,write_en07;
    assign read_enable = (PSEL) && (~PWRITE);
    assign write_enable = (PSEL) && PWRITE;
    assign write_en00 = write_enable && (PADDR == 4'd0);
    assign write_en01 = write_enable && (PADDR == 4'd1);
    assign write_en02 = write_enable && (PADDR == 4'd2);
    assign write_en03 = write_enable && (PADDR == 4'd3);
    assign write_en04 = write_enable && (PADDR == 4'd4);
    assign write_en05 = write_enable && (PADDR == 4'd5);
    assign write_en06 = write_enable && (PADDR == 4'd6);
    assign write_en07 = write_enable && (PADDR == 4'd7);
    reg [2:0] region_wtable_m0,region_wtable_m1,region_wtable_m2,region_rtable_m0,region_rtable_m1,region_rtable_m2;
    reg [2:0] write_error_interrupt,read_error_interrupt;
    reg [2:0] write_error_type;
    reg [2:0] read_error_type;
    assign region_write_table_m0 = region_wtable_m0;
    assign region_write_table_m1 = region_wtable_m1;
    assign region_write_table_m2 = region_wtable_m2;
    assign region_read_table_m0 = region_rtable_m0;
    assign region_read_table_m1 = region_rtable_m1;
    assign region_read_table_m2 = region_rtable_m2;
    always @(posedge clk or negedge rst_n) begin
        if(!rst_n) 
            region_wtable_m0 <= 3'd0;
        else if (write_en00)
            region_wtable_m0 <= PWDATA[2:0];
    end
    always @(posedge clk or negedge rst_n) begin
        if(!rst_n) 
            region_wtable_m1 <= 3'd0;
        else if (write_en01)
            region_wtable_m1 <= PWDATA[2:0];
    end
    always @(posedge clk or negedge rst_n) begin
        if(!rst_n) 
            region_wtable_m2 <= 3'd0;
        else if (write_en02)
            region_wtable_m2 <= PWDATA[2:0];
    end
    always @(posedge clk or negedge rst_n) begin
        if(!rst_n) 
            region_rtable_m0 <= 3'd0;
        else if (write_en03)
            region_rtable_m0 <= PWDATA[2:0];
    end
    always @(posedge clk or negedge rst_n) begin
        if(!rst_n) 
            region_rtable_m1 <= 3'd0;
        else if (write_en04)
            region_rtable_m1 <= PWDATA[2:0];
    end
    always @(posedge clk or negedge rst_n) begin
        if(!rst_n) 
            region_rtable_m2 <= 3'd0;
        else if (write_en05)
            region_rtable_m2 <= PWDATA[2:0];
    end
    always @(posedge clk or negedge rst_n) begin
        if(!rst_n) 
            write_error_interrupt <= 3'd0;
        else if (write_en06)
            write_error_interrupt <= PWDATA[2:0];
    end
    always @(posedge clk or negedge rst_n) begin
        if(!rst_n) 
            read_error_interrupt <= 3'd0;
        else if (write_en07)
            read_error_interrupt <= PWDATA[2:0];
    end
    reg [7:0] read_mux_byte;
    always@(*) begin
        case (PADDR)
                4'd0: read_mux_byte = {5'd0,region_wtable_m0};
                4'd1: read_mux_byte = {5'd0,region_wtable_m1};
                4'd2: read_mux_byte = {5'd0,region_wtable_m2};
                4'd3: read_mux_byte = {5'd0,region_rtable_m0};
                4'd4: read_mux_byte = {5'd0,region_rtable_m1};
                4'd5: read_mux_byte = {5'd0,region_rtable_m2};
                4'd6: read_mux_byte = {5'd0,write_error_interrupt};
                4'd7: read_mux_byte = {5'd0,read_error_interrupt};
                4'd8: read_mux_byte = {5'd0,write_error_type};
                4'd9: read_mux_byte = {5'd0,read_error_type};
                default: read_mux_byte = 8'd0;
        endcase
    end
    assign PRDATA = (read_enable) ? read_mux_byte : 8'd0;
    assign PREADY = 1'b1;
    assign PSLVERR = 1'b0;
endmodule
</file>
<file path="design/flow/run.sh">
#!/bin/bash
# OpenROAD 26Q1-2900-gdf79404cd8, Yosys 0.63+post, stock flow scripts
make -C /OpenROAD-flow-scripts/flow DESIGN_CONFIG=/design/flow/config.mk WORK_HOME=/design/flow/orfs finish
</file>
<file path="design/flow/config.mk">
export PLATFORM = sky130hd
export DESIGN_NAME = APBconfig
export DESIGN_NICKNAME = APBconfig
export VERILOG_FILES = /design/flow/design.v
export SDC_FILE = /design/flow/constraint.sdc
export NUM_CORES = 4
export LEC_CHECK = 1
export CORE_AREA = 10 10 92 92
export DIE_AREA = 0 0 102 102
</file>
==> results.cfg <==
; physical design summary
[floorplanning]
dieArea_um2 = 10400
fp_util_pct = 21.0
rows = 29
die_h_um = 102
dieWidth_um = 102
coreArea_um2 = 6460
pin_count = 45

[final_layout]
fill_cells = 673
ff_latch_area_um2 = 601
drive_gt1_share_pct = 39.5
combGateArea_um2 = 713
area_delta_synth_final_pct = 38.4
fin_area_um2 = 1880

[run_status]
outcome = finished clean

[timing]
finalSetupViolCount = 0
final.period_utilization_pct = 97.0
slew_violations = 0
finClkSkew_ns = 0
rsz0062_at_grt = no
fmax_mhz = 491
hold_viol_final = 0
fin_crit_ns = 2.04
hold-worst-slack_ns = 0.500

[global_routing]
grt_pass1_vias = 1083
grt_use_total_pct = 6.77
grt_first_pass_wirelength_um = 5720
antenna_found_initial = 0
grt_overflow_total = 0
grt_max_degree = 25

[synthesis]
top_area_share_pct = 44.2
syn_area_per_cell_um2 = 11.9
synth-adder-area-share_pct = 0
postSynthCellCount = 114
synth_area_um2 = 1360
synth.cellmix.compoundShare_pct = 6.54
ys_sh_xor_pct = 0
synth_flops = 24
ys_area_um2 = 1360
ys_sh_simple_pct = 20.0
yosysWarnings = 7
mux_share_pct = 22.4
ys_cells = 114
synth_cell_type_count = 29
ys_top_cells_by_area = dfrtp_1, mux2_2, buf_4, mux2_4, nand3b_1
ys_seq_share_pct = 44.2
synthTopLogicFamily = multiplexers
largest_area_cell = dfrtp_1

[detailed_routing]
ant_nets = 0
n_antenna_cell = 0
wl_met1_um = 1660
drtIter0Drc = 30
viasPerCell = 4.35
post_drt_wl_per_cell_um = 15.1
finalWirelength_um = 3540
drc_errors = 0
vias = 1019
wl_met2_um = 1740
firstDrtPassIters = 4
wl_met3_um = 124
top_layer = met4

[clock_network]
cts_tree = built
cts_root_buffer = clkbuf_8
htreeDepth = 1
cts_buffer_depth = 2
clk_latency_ns = 0.27
clkTransAtPathRegs_ns = 0.09
cts_num_sinks = 24
cts_buffers = 3

[pwr]
power.leakage_uw = 0.000828
ir_drop_mv = 0.408
power_density_nw_per_um2 = 676

[worst_setup_path]
path_delay_family = AND-OR/OR-AND gates
max_stage_delay_ns = 0.41
worst-setup-path-type = flip-flop to primary output
arrival_ns = 1.62
r2r_cells = 1
crit_required_ns = 1.68
critPathCaptureType = primary output
cp_max_fo = 3
crit_cells = 4
critical_path.cell_chain = mux2_2 -> a222oi_1 -> a31oi_1 -> buf_2
r2r_slack_ns = 1.32
cp_slowest_cell = dfrtp_1
path_buffers = 1
worstSetupStartpointType = flip-flop

[placement]
placed_area_um2 = 1810
place_congestion = 0.810
portBuffers = 31
dp_hpwl_um = 2770

[job]
max-cap-violations = 0
tool_warnings = 31

[worst_hold_path]
hp-class = input port to asynchronous set/reset pin
-- flip-flops by register name (all words and copies together), names as in the netlist --
register / count
write_error_interrupt: 3
region_rtable_m1: 3
region_wtable_m1: 3
region_rtable_m0: 3
region_wtable_m2: 3
read_error_interrupt: 3
region_rtable_m2: 3
region_wtable_m0: 3
-- cells in the mapped netlist --
master    instances
clkbuf_1          2
mux2_2           23
nor4b_1           1
conb_1            2
a211o_1           2
nand2_1           2
and3b_1           5
mux2_4            3
and3_1            4
or3_4             1
nor3b_1           4
or3b_2            1
and4bb_2          1
o21ai_0           6
a222oi_1          2
nor2b_1           1
nor3b_2           2
nor2_1            4
nand3b_1          6
buf_4             8
inv_1             1
nand4b_2          1
and2b_1           1
a41oi_1           1
buf_2             2
clkbuf_2          1
a31oi_1           2
dfrtp_1          24
nor4bb_1          1
-- power by group --
group / internal [uW] / total (uW) / switching, uW
Sequential: 551 / 616 / 64.6
Combinational: 244 / 336 / 92.4
Clock: 167 / 320 / 153
Total: 962 / 1270 / 310
-- cells in the final DEF (no fill, tap or decap), drive strengths merged, types with 2 or more instances in the layout --
cell	synthesis	layout
nor3b	6	6
conb	2	7
clkbuf	3	4
a211o	2	2
and3	4	4
mux2	26	26
nand2	2	2
clkdlybuf4s15	0	2
a31oi	2	2
a222oi	2	2
dfrtp	24	24
nand3b	6	6
buf	10	21
nor2	4	4
clkdlybuf4s50	0	24
and3b	5	5
o21ai	6	6
-- area by class of cell --
| type | instances | area share (%) |
|---|---|---|
| Multi-Input combinational cell | 81 | 37.9 |
| Sequential cell | 24 | 31.9 |
| Timing Repair Buffer | 47 | 21.9 |
| Tap cell | 77 | 5.12 |
| Clock buffer | 4 | 2.93 |
| Inverter | 1 | 0.200 |
-- cell families after synthesis --
kind of cell	count (synthesis)
and+or+nand+nor	35
AOI/OAI and AO/OA	13
buffers and inverters	14
other	2
muxes	26
DFF	24
-- path summary, 6_finish.rpt --
path	start	end
hold reg to reg	read_error_interrupt[2]$_DFFE_PN0P_	read_error_interrupt[2]$_DFFE_PN0P_
setup reg to reg	region_rtable_m1[2]$_DFFE_PN0P_	region_rtable_m1[2]$_DFFE_PN0P_
setup / recovery	region_rtable_m2[2]$_DFFE_PN0P_	PRDATA[2]
max in group asynchronous	rst_n	region_wtable_m2[2]$_DFFE_PN0P_
hold / removal	rst_n	region_rtable_m2[0]$_DFFE_PN0P_
min in group clk0	read_error_interrupt[2]$_DFFE_PN0P_	read_error_interrupt[2]$_DFFE_PN0P_
-- timing repair --
| item | in CTS | in global routing |
|---|---|---|
| hold buffers | 0 | 0 |
| pin swaps | 4 | 2 |
| endpoints found under the setup margin | 3 | 2 |
| resized | 28 | 2 |
| buffers inserted | 2 | 0 |
-- per-stage QoR --
step | power, uW | worst slack [ns] | cells | util, % | setup TNS [ns]
after global routing | 1340 | 0.0236 | 234 | 29.1 | 0
final | 1270 | 0.0623 | 234 | 29.1 | 0
after CTS | 1290 | 0.0258 | 234 | 29.2 | 0
after detailed placement | 967 | -0.734 | 228 | 28.0 | -4.87
after global placement | 967 | -0.744 | 228 | 28.0 | -5.11
after floorplan | 737 | 0.518 | 119 | - | 0
-- routing by layer --
layer  vias to the layer above  global-route usage, %
li1                        497                      -
met1                       500                   8.98
met2                        20                   11.6
met3                         2                   1.36
met4                         0                  0.759
met5                         -                      0
Power figures rest on the tool's default switching activity, not on a simulated workload.
