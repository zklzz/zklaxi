$ cat ./design.v
`timescale 1ns/1ns
module dual_port_RAM #(parameter DEPTH = 16,
					   parameter WIDTH = 8)(
	 input wclk
	,input wenc
	,input [$clog2(DEPTH)-1:0] waddr  
	,input [WIDTH-1:0] wdata      	
	,input rclk
	,input [$clog2(DEPTH)-1:0] raddr  
	,output reg [WIDTH-1:0] rdata 		
);
reg [WIDTH-1:0] RAM_MEM [0:DEPTH-1];
always @(posedge wclk) begin
	if(wenc)
		RAM_MEM[waddr] <= wdata;
end 
always @(posedge rclk) begin
		rdata <= RAM_MEM[raddr];
end 
endmodule  
module streamfifo#(
	parameter	WIDTH = 8,
	parameter 	DEPTH = 16
)(
	input 					clk		, 
	input 					rst_n	,
    input                   push_valid,
    output                  push_ready,
    input 		[WIDTH-1:0]	push_payload,
    input                   flush,
    output                  pop_valid,
    input                   pop_ready,
    output      [WIDTH-1:0]	pop_payload,
    output      [$clog2(DEPTH) : 0]  wr_num
);
    wire                    wenc;
    reg [$clog2(DEPTH) : 0] waddr;
    reg [$clog2(DEPTH) : 0] raddr;
    reg [$clog2(DEPTH) : 0] waddr_q;
    reg [$clog2(DEPTH) : 0] raddr_q;
    wire    wfull;
    wire    rempty;
    assign wfull = (waddr_q[$clog2(DEPTH)] != raddr_q[$clog2(DEPTH)]) && (waddr_q[$clog2(DEPTH)-1 : 0] == raddr_q[$clog2(DEPTH)-1 : 0]);
    assign rempty = (waddr_q == raddr_q);
    always @(*) begin
        if(flush)
            waddr = 'd0;
        else if (push_valid && push_ready)
            waddr = waddr_q + 'd1;
        else
            waddr = waddr_q;
    end
    always @(posedge clk or negedge rst_n) begin
        if (!rst_n)
            waddr_q <= 'b0;
        else
            waddr_q <= waddr;
    end
    assign push_ready = !wfull;
    always @(*) begin
       if(flush)
            raddr = 'd0;
        else if (pop_valid && pop_ready)
            raddr = raddr_q + 'd1;
        else 
            raddr = raddr_q;
    end
    always @(posedge clk or negedge rst_n) begin
        if (!rst_n)
            raddr_q <= 'b0;
        else
            raddr_q <= raddr;
    end
    assign wr_num = (waddr_q[$clog2(DEPTH)] != raddr_q[$clog2(DEPTH)]) ? ({1'b1,waddr_q[$clog2(DEPTH)-1 :0]} - {1'b0,raddr_q[$clog2(DEPTH)-1 :0]}) : (waddr_q - raddr_q);
    reg  valid_reg;
    always@(posedge clk or negedge rst_n) begin
        if(!rst_n)
            valid_reg <= 1'b0;
        else
            valid_reg <= (waddr_q == raddr);
    end
    assign pop_valid = (!rempty) && (!valid_reg);
    dual_port_RAM #(.DEPTH (DEPTH),
                    .WIDTH (WIDTH))
    dual_port (
        .wclk  (clk  ),
        .wenc  (push_valid && push_ready),
        .waddr (waddr_q[$clog2(DEPTH)-1:0]),
        .wdata (push_payload),
        .rclk  (clk  ),
        .raddr (raddr[$clog2(DEPTH)-1:0]),
        .rdata (pop_payload)
    );
endmodule
module tableitem (
    input          clk,
    input          rst_n,
    input  [1:0]   slave_id,
    input  [3:0]   transaction_id,
    input          Fkflag,
    output reg [2:0]   item_valid,
    input          item_fire,
    input          bid_fire,
    input  [1:0]   bresp,
    input  [3:0]   bid,
    output         transaction_en,
    output         FK_match,
    output   [3:0] w_transactionid0,
    output   [3:0] w_transactionid1,
    output   [3:0] w_transactionid2,
    output   [2:0] fkflag
);
    reg [1:0] slaveid[2:0];
    reg [3:0] transactionid[2:0];
    reg [2:0] fkflag_reg;
    assign w_transactionid0 = transactionid[0];
    assign w_transactionid1 = transactionid[1];
    assign w_transactionid2 = transactionid[2];
    assign fkflag = fkflag_reg;
    integer  i;
    always@(posedge clk or negedge rst_n) begin
        if(!rst_n) begin
            item_valid <= 3'b0;
            fkflag_reg     <= 3'b0;
            for( i = 0 ; i < 3; i=i+1)  begin
                slaveid[i] <= 2'b0;
                transactionid[i] <= 4'b0;
            end
        end
        else  begin
        if(item_fire) begin
            casez(item_valid) 
                3'b??0: begin
                        item_valid[0] <= 1'b1;
                        slaveid[0] <= slave_id;
                        transactionid[0] <= transaction_id;
                        fkflag_reg[0]     <= Fkflag;
                end
                3'b?01: begin
                        item_valid[1] <= 1'b1;
                        slaveid[1] <= slave_id;
                        transactionid[1] <= transaction_id;
                        fkflag_reg[1]     <= Fkflag;
                end
                3'b011: begin
                        item_valid[2] <= 1'b1;
                        slaveid[2] <= slave_id;
                        transactionid[2] <= transaction_id;
                        fkflag_reg[2]     <= Fkflag;
                end
            endcase            
    end
        if(bid_fire) begin
            if((item_valid[0] == 1'b1) && (bid == transactionid[0]))
                item_valid[0] <= 1'b0;
            else if ((item_valid[1] == 1'b1) && (bid == transactionid[1]))
                item_valid[1] <= 1'b0;
            else if ((item_valid[2] == 1'b1) && (bid ==  transactionid[2]))
                item_valid[2] <= 1'b0;
        end
    end
    end
    assign FK_match = (bid_fire) && (((item_valid[0] == 1'b1) && (bid == transactionid[0]) && fkflag_reg[0]) || ((item_valid[1] == 1'b1) && (bid == transactionid[1]) && fkflag_reg[1])  || ((item_valid[2] == 1'b1) && (bid ==  transactionid[2]) && fkflag_reg[2]));
    wire item_empty;
    assign item_empty = !(&item_valid);
    wire  item_en;
    assign item_en = !((item_valid[0] &&  (transaction_id == transactionid[0]) && slave_id != slaveid[0]) ||
                     (item_valid[1] &&  (transaction_id == transactionid[1]) && slave_id != slaveid[1]) ||
                     (item_valid[2] &&  (transaction_id == transactionid[2]) && slave_id != slaveid[2]));
    assign transaction_en = item_empty && item_en;
endmodule
module write_address_decoder(
    input   clk,
    input   rst_n,
    input  [1:0] s_axi_index,  
    input  [13:0] s_axi_aw_addr,
    input  [7:0]  s_axi_aw_awlen,
    input  [2:0]  s_axi_aw_awsize,
    input  [1:0]  s_axi_aw_awburst,
    input  [3:0]  s_axi_aw_awid,
    input   s_axi_aw_valid,
    output  s_axi_aw_ready,
    output  [13:0] m_axi_aw_addr,
    output  [7:0] m_axi_aw_awlen,
    output  [2:0] m_axi_aw_awsize,
    output  [1:0] m_axi_aw_awburst,
    output  [5:0] m_axi_aw_awid,
    output  m_axi_aw_valid,
    input   m_axi_aw_ready,
    input   [3:0] s_axi_fifo_b_bid,
    input         s_axi_fifo_b_valid,
    input         s_axi_fifo_b_bresp, 
    input         s_axi_fifo_b_ready,
    input    s_axi_b_valid,
    input    s_axi_b_ready,
    output   [3:0] w_transactionid0,
    output   [3:0] w_transactionid1,
    output   [3:0] w_transactionid2,
    output   [2:0] item_valid,
    output   [2:0] fkflag
);
    localparam  IDLE = 3'b001 ;
    localparam  Cross4K = 3'b010;
    localparam  Secondsend = 3'b100;
    reg [2:0] state,next_state;
    always @(posedge clk or negedge rst_n) begin
        if(!rst_n)
            state <= IDLE;
        else
            state <= next_state;
    end
    wire Fkflag;
    reg [7:0] len_remain;
    reg [11:0] addr_remain;
    always @(*) begin
        case(s_axi_aw_awsize)
            2'b000: addr_remain = 13'h1000 - s_axi_aw_addr[11:0];
            2'b001: addr_remain = s_axi_aw_addr[0] ? (((13'h1000 - s_axi_aw_addr[11:0]) >> 1) + 1) : ((13'h1000 - s_axi_aw_addr[11:0]) >> 1);
            2'b010: addr_remain = (s_axi_aw_addr[1:0] == 2'b00) ? ((13'h1000 - s_axi_aw_addr[11:0]) >> 2) : ( ((13'h1000 - s_axi_aw_addr[11:0]) >> 2) + 1);
            default : addr_remain = addr_remain;
        endcase
    end
    assign Fkflag = (s_axi_aw_awlen > addr_remain);
    reg [13:0] fifo_push_payload_addr;
    reg [7:0]  fifo_push_payload_awlen;
    reg [2:0]  fifo_push_payload_awsize;
    reg [1:0]  fifo_push_payload_awburst;
    reg [5:0]  fifo_push_payload_awid;
    reg        fifo_push_payload_flag;  
    wire [33:0] fifo_push_payload;
    assign fifo_push_payload = {fifo_push_payload_flag,fifo_push_payload_addr,fifo_push_payload_awlen,fifo_push_payload_awsize,fifo_push_payload_awburst,fifo_push_payload_awid};
    wire fifo_push_valid;
    wire fifo_push_ready;
    assign fifo_push_valid = (state == Cross4K) || (state == Secondsend);
    always @(*) begin
        case(state) 
            IDLE : next_state = s_axi_aw_valid && s_axi_aw_ready ? Cross4K : IDLE;
            Cross4K: next_state = Fkflag ? Secondsend : IDLE ;
            Secondsend: next_state =  IDLE ;
        endcase
    end
    always@(posedge clk or negedge rst_n) begin 
        if(!rst_n) begin
            fifo_push_payload_addr <= 13'd0;
            fifo_push_payload_awlen <= 8'd0;
            fifo_push_payload_awsize <= 3'd0;
            fifo_push_payload_awburst <= 2'd0;
            fifo_push_payload_awid <= 4'd0;
            len_remain <= 8'b0;
            fifo_push_payload_flag <= 1'b0;
        end
        else
            case(next_state)
                Cross4K: begin
                         len_remain <= s_axi_aw_awlen - addr_remain;   
                         fifo_push_payload_addr <= s_axi_aw_addr;
                         fifo_push_payload_awlen <= Fkflag? addr_remain - 1: s_axi_aw_awlen;
                         fifo_push_payload_awsize <= s_axi_aw_awsize;
                         fifo_push_payload_awburst <= s_axi_aw_awburst;
                         fifo_push_payload_awid <= {s_axi_index,s_axi_aw_awid};
                         fifo_push_payload_flag <= Fkflag;
                end
                Secondsend: begin
                         fifo_push_payload_addr <= {s_axi_aw_addr[13:12]+1'b1, 12'd0};
                         fifo_push_payload_awlen <= len_remain;
                         len_remain <= len_remain;
                         fifo_push_payload_awsize <= fifo_push_payload_awsize;
                         fifo_push_payload_awburst <= fifo_push_payload_awburst;
                         fifo_push_payload_awid <= fifo_push_payload_awid;
                         fifo_push_payload_flag <= 1'b0;
                end
                default: begin
                        fifo_push_payload_addr <= fifo_push_payload_addr;
                        fifo_push_payload_awlen <= fifo_push_payload_awlen;
                        fifo_push_payload_awsize <= fifo_push_payload_awsize;
                        fifo_push_payload_awburst <= fifo_push_payload_awburst;
                        fifo_push_payload_awid <= fifo_push_payload_awid;
                        len_remain <= len_remain;
                        fifo_push_payload_flag <= fifo_push_payload_flag;
                end
            endcase
    end
    reg [2:0] outstandingCount;
    always @(posedge clk or negedge rst_n) begin
        if(!rst_n)
            outstandingCount <= 3'd0;
        else begin
            if((state == Cross4K))
                outstandingCount <=  outstandingCount + 1;
            if(s_axi_b_valid && s_axi_b_ready)
                outstandingCount <=  outstandingCount - 1;
        end
    end
     assign s_axi_aw_ready = (outstandingCount < 3);
    wire [33:0] fifo_pop_payload;
    wire fifo_pop_ready;
    wire fifo_pop_valid;
    streamfifo #(.WIDTH(34),
                 .DEPTH(8))
         addrfifo(
            .clk(clk),
            .rst_n(rst_n),
            .push_payload(fifo_push_payload),
            .push_ready(fifo_push_ready),
            .push_valid(fifo_push_valid),
            .pop_payload(fifo_pop_payload),
            .pop_ready(fifo_pop_ready),
            .pop_valid(fifo_pop_valid)
         );
    reg fifo_next_tra_match;
    wire fk_match;
    always@(posedge clk or negedge rst_n) begin
        if(!rst_n) begin
            fifo_next_tra_match <= 1'b0;
        end
        else
            fifo_next_tra_match <= (fifo_pop_payload[3:0] == s_axi_fifo_b_bid) &&(s_axi_fifo_b_bresp == 2'b11) && fk_match;
    end
    wire transaction_en;
    assign fifo_pop_ready = fifo_pop_valid && m_axi_aw_ready&&transaction_en;
    assign m_axi_aw_valid = fifo_pop_valid && transaction_en && (!fifo_next_tra_match);
    assign m_axi_aw_addr = fifo_pop_payload[32:19];
    assign m_axi_aw_awlen = fifo_pop_payload[18:11];
    assign m_axi_aw_awsize = fifo_pop_payload[10:8];
    assign m_axi_aw_awburst = fifo_pop_payload[7:6];
    assign m_axi_aw_awid = fifo_pop_payload[5:0];
    tableitem  titem(
    .clk                (clk),
    .rst_n              (rst_n),
    .slave_id           (fifo_pop_payload[32:31]),
    .transaction_id     (fifo_pop_payload[3:0]),
    .Fkflag             (fifo_pop_payload[33]),
    .item_valid         (),
    .item_fire          (m_axi_aw_valid && m_axi_aw_ready),
    .bid_fire           (s_axi_fifo_b_valid && s_axi_fifo_b_ready),
    .bid                (s_axi_fifo_b_bid),
    .transaction_en     (transaction_en),
    .FK_match           (fk_match),
    .w_transactionid0   (w_transactionid0),
    .w_transactionid1   (w_transactionid1),
    .w_transactionid2   (w_transactionid2),
    .fkflag             (fkflag)
);
endmodule
$ cat ./run.sh
#!/bin/bash
# OpenROAD 26Q1-2900-gdf79404cd8, Yosys 0.63+post, stock flow scripts
make -C /OpenROAD-flow-scripts/flow DESIGN_CONFIG=/design/flow/config.mk WORK_HOME=/design/flow/orfs finish
$ cat ./config.mk
export PLATFORM = sky130hd
export DESIGN_NAME = write_address_decoder
export DESIGN_NICKNAME = write_address_decoder
export VERILOG_FILES = /design/flow/design.v
export SDC_FILE = /design/flow/constraint.sdc
export NUM_CORES = 4
export LEC_CHECK = 1
export CORE_UTILIZATION = 30
$ cat ./constraint.sdc
current_design write_address_decoder

set clk_period 12.0
set clk_io_pct 0.2

create_clock -name clk0 -period $clk_period [get_ports {clk}]

set non_clock_inputs [all_inputs -no_clocks]
set_input_delay [expr $clk_period * $clk_io_pct] -clock clk0 $non_clock_inputs
set_output_delay [expr $clk_period * $clk_io_pct] -clock clk0 [all_outputs]
==> impl_metrics.csv <==
group,metric,value,unit
outcome,outcome,"complete, no violations",
setup_path,worstPathMaxFanout,38,
floorplanning,initial_utilization,30.3,%
detailed_routing,insertedDiodeCount,0,
floorplanning,die_h,238,um
sta,period_minus_slack,5.29,ns
yosys,yosysUniqueCellTypes,72,
sta,rsz0062_at_grt,"false",
layout,top_register,"addrfifo.dual_port.RAM_MEM",
yosys,synth_stat.cells,1167,
clock_tree,ctsHoldBuffers,0,
run,maxCapViolCount,0,
detailed_routing,ant_nets,0,
yosys,ys_dominant_reg_cell,"edfxtp_1",
floorplanning,rows,86,
setup_path,required,12.40,ns
floorplanning,ios,99,
min_path,hold_path_startpoint,"len_remain[7]",
detailed_routing,drcViolationCount,0,
yosys,yosysWarnings,10,
detailed_routing,drt_iter0_markers,503,
power,ir_worst_vdd,0.147,mV
yosys,yosys-stat-area,0.0167,mm2
power,p_leak,6.61,nW
yosys,top_area_share,48.9,%
detailed_routing,vias_per_cell,5.18,
setup_path,cp_top_family,"simple AND/OR/NAND/NOR gates",
global_route,gr-total-overflow,0,
yosys,synth-seq-cells,402,
placed_design,port-buffer-count,94,
layout,largest_register_ffs,272,
yosys,synthCells,1167,
sta,hold_violations,0,
clock_tree,clkLatencyLatePin,0.54,ns
detailed_routing,wirelength,40400,um
layout,syn_to_final_growth,17.7,%
sta,maxSlewHeadroom,43.8,%
setup_path,critPathSlowestCell,"or3_2",
clock_tree,path_clk_slew,0.05,ns
sta,finalSetupViolCount,0,
setup_path,cp-end-kind,"register",
setup_path,setup.worst_path.start_class,"primary input",
setup_path,r2r-start,"addrfifo.raddr_q[0]",
sta,untimed_endpoints,18,
sta,skew,0.0110,ns
clock_tree,cts_inserted_buffers,42,
run,warning_count,26,
setup_path,critical_path_class,"in -> reg",
placed_design,placed_cell_area,0.0184,mm2
placed_design,gp_congestion,0.857,
setup_path,regToRegSetupSlack,7.85,ns
clock_tree,htreeDepth,2,
sta,fin_crit_sh,44.1,%
detailed_routing,vias,10500,
layout,design_area,0.0197,mm2
setup_path,cp_num_buf_inv,2,
global_route,grt_start_max_net_pins,48,
yosys,async_flop_share,20.1,%
layout,largestRegisters,"addrfifo.dual_port.RAM_MEM (272), addrfifo.dual_port.rdata (34), fifo_push_payload_addr (14)",
setup_path,path_cells,"clkdlybuf4s50_1, nor4b_4, or3_2, buf_4, o221ai_1, o22ai_1",
setup_path,startpoint,"m_axi_aw_ready",
sta,fmax,189,MHz
global_route,first_global_vias,11100,
sta,tightestPinTransition,0.843,ns
clock_tree,post_cts_buffers,0,
yosys,syn-cell-area,0.0167,mm2
clock_tree,cts-resized-gates,0,
sta,drv_slew,0,
yosys,synth.avg_cell_area,14.3,um2
sta,tns,0,ns
setup_path,cp.arrival,5.69,ns
global_route,antenna_found_initial,0,
setup_path,max_stage_delay,0.81,ns
detailed_routing,wl_per_cell,19.9,um
floorplanning,die_x,238,um
min_path,hold_path.class,"reg -> reg",
power,power.density,238,mW/mm2
layout,drive_gt1_share,12.0,%
yosys,edf_count,272,
detailed_routing,drtPass1Iterations,5,
yosys,top_cells_by_area,"edfxtp_1 49%, dfrtp_1 12%, o221ai_1 6.3%",
global_route,grt_pass1_wl,61900,um
placed_design,dp_hpwl,23600,um
clock_tree,clockBufferDepth,3,
global_route,grt_use_total,14.9,%
clock_tree,cts_tree,"yes",
floorplanning,chip_area,0.0567,mm2
sta,unclocked_pins,15,
floorplanning,core_area,0.0551,mm2
yosys,top_area_cell,"edfxtp_1",
clock_tree,cts_root_buf,"clkbuf_16",
==> cell usage after synthesis, types with 3 or more instances <==
library cell    n
dlxtn_1        15
nor4_1          6
nand2_1        79
mux2i_1         8
a31oi_1         4
edfxtp_1      272
o221ai_2       20
buf_2          18
o21a_1          3
a21oi_1        12
o31ai_1         8
a22o_1         11
nand4_1         4
ha_1           14
clkbuf_1       36
nor3_1         18
or3b_2          3
buf_4          19
dfxtp_1        34
inv_1          20
nor2b_1         4
o221ai_1      121
a22oi_1        12
xnor2_1        39
nor2_1         37
nor3b_1         4
dfrtp_1        80
o21ai_0        26
nand2b_1        7
o22a_1         68
buf_6           9
xor2_1         38
mux2_2         22
o22ai_1        35
and3_1          4
nand3_1        13
==> metal layers <==
layer | track usage [%] | part of all wire [%] | vias to the layer above
li1 | - | - | 4801
met1 | 18.3 | 39 | 5159
met2 | 23.7 | 47 | 486
met3 | 8.27 | 11 | 66
met4 | 3.05 | 2.2 | 0
met5 | 0 | 0 | -
==> area by class of cell <==
type,count,area [um2]
Clock buffer,61,1220
Sequential cell,402,11100
Multi-Input combinational cell,662,5130
Fill cell,5216,35400
Timing Repair Buffer,118,1120
Inverter,21,78.8
Clock inverter,16,103
Tap cell,748,936
==> metrics by stage <==
step           utilization, %  setup WS [ns]  instances  hold WS, ns  power [W]
2_1_floorplan               -           7.39       1169        0.439    0.00294
3_3_place_gp             33.3           6.24       1951        0.452    0.00348
3_5_place_dp             33.3           6.26       1951        0.459    0.00350
4_1_cts                  35.7           6.82       2028        0.482    0.00473
5_1_grt                  35.7           6.58       2028        0.509    0.00494
6_report                 35.7           6.71       2028        0.477    0.00468
==> where the power goes <==
part           total, W  internal, W  switching (W)
combinational   0.00147     0.000672       0.000795
sequential      0.00199      0.00174       0.000251
clock           0.00122     0.000724       0.000493
==> placed cells by master (no fill, tap or decap), types with 10 or more instances in the layout <==
cell type        count
edfxtp_1           272
o221ai_1           121
clkdlybuf4s50_1     93
dfrtp_1             80
nand2_1             79
o22a_1              68
clkbuf_16           45
xnor2_1             39
xor2_1              38
o22ai_1             35
dfxtp_1             34
nor2_1              31
o21ai_0             26
buf_4               25
mux2_2              22
inv_1               20
o221ai_2            20
nor3_1              16
dlxtn_1             15
ha_1                14
nand3_1             13
clkbuf_1            13
a21oi_1             12
a22oi_1             12
a22o_1              11
clkinv_1            10
==> kinds of logic after synthesis <==
group / Yosys count / share of synthesized area (%)
AND-OR/OR-AND: 335 / 16.7
XOR/XNOR: 79 / 4.30
adder cells (fa/ha/maj): 16 / 1.29
buffers and inverters: 105 / 3.33
flip-flops: 387 / 65.1
latches: 15 / 1.35
multiplexers: 32 / 2.14
other: 1 / 0.0224
AND/OR/NAND/NOR: 197 / 5.82
==> worst min-delay path, stage by stage (launching register included) <==
cell and delay [ns]:
dfrtp_1 0.34, nand2_1 0.05, o31ai_1 0.05
==> path summary, 6_finish.rpt <==
check                                               endpoint  cells after the start
worst min-delay path                           len_remain[7]                      2
worst min register to register                 len_remain[7]                      2
min in group asynchronous                titem.fkflag_reg[2]                      1
worst max-delay path            addrfifo.dual_port.rdata[31]                      6
worst max register to register  addrfifo.dual_port.rdata[31]                      8
max in group asynchronous                      len_remain[6]                      2
Power figures rest on the tool's default switching activity, not on a simulated workload.
